===== design/flow/config.mk =====
export PLATFORM = sky130hd
export DESIGN_NAME = add_cyclic
export DESIGN_NICKNAME = add_cyclic
export VERILOG_FILES = /design/flow/design.v
export SDC_FILE = /design/flow/constraint.sdc
export NUM_CORES = 4
export LEC_CHECK = 1
export CORE_AREA = 10 10 87 87
export DIE_AREA = 0 0 97 97

===== design/flow/constraint.sdc =====
current_design add_cyclic

set clk_period 3.8
set clk_io_pct 0.2

create_clock -name clk0 -period $clk_period [get_ports {iclk}]

set non_clock_inputs [all_inputs -no_clocks]
set_input_delay [expr $clk_period * $clk_io_pct] -clock clk0 $non_clock_inputs
set_output_delay [expr $clk_period * $clk_io_pct] -clock clk0 [all_outputs]

===== design/flow/design.v =====
module add_cyclic #(
    parameter pDATA_IN_W        = 8,
    parameter pNUM_OF_ELEMENTS  = 9,  
    parameter pRESET_TYPE = "auto"  
)(
    input                               iclk,
    input                               irst, 
    input [pDATA_IN_W-1:0]              idata    , 
    input                               idata_en ,
    output logic [pDATA_IN_W-1:0]       odata      ,
    output logic                        odata_ready
);
    localparam      lpINT_W = pDATA_IN_W + $clog2(pNUM_OF_ELEMENTS) + 1;
    localparam      lpCONST_DIV = $clog2(pNUM_OF_ELEMENTS);
    logic [$clog2(pNUM_OF_ELEMENTS):0]      elements_cnt;
    logic [lpINT_W-1:0]                     acc;
    generate
        if ( pRESET_TYPE == "auto" ) begin 
            always_ff @( posedge iclk ) begin : MainBlockAuto
                if ( irst ) begin 
                    odata        <=  'd0;     
                    odata_ready  <= 1'b0; 
                    elements_cnt <=  'd0;
                    acc          <=  'd0;
                end
                else begin 
                    if ( idata_en ) begin
                        if ( elements_cnt != pNUM_OF_ELEMENTS-1 ) begin 
                            odata_ready  <= 1'b0   ;
                            acc          <= odata + idata;
                            elements_cnt <= elements_cnt + 'd1;
                        end
                        else if ( elements_cnt == pNUM_OF_ELEMENTS ) begin 
                            odata      <= acc / lpCONST_DIV;
                        end 
                        else if ( odata_ready ) begin 
                            odata       <=  'd0;
                            acc         <=  'd0;     
                            odata_ready <= 1'b0;
                        end
                        else begin 
                            odata_ready <= 1'b0;
                        end
                    end
                    else begin 
                        if ( odata_ready ) begin 
                            odata       <=  'd0;     
                            odata_ready <= 1'b0;
                            acc         <=  'd0;
                        end
                    end
                end
            end
        end
        else if ( pRESET_TYPE == "manual" ) begin                            
            always_ff @( posedge iclk ) begin : blockName
                if ( irst ) begin 
                    odata        <=  'd0;
                    acc          <=  'd0;
                    elements_cnt <=  'd0;
                    odata_ready  <= 1'b0;
                end
                else begin
                    if ( idata_en ) begin
                        if ( elements_cnt != pNUM_OF_ELEMENTS-1 ) begin 
                            odata_ready  <= 1'b0   ;
                            acc          <= odata + idata;
                            elements_cnt <= elements_cnt + 'd1;
                        end
                        else if ( elements_cnt == pNUM_OF_ELEMENTS ) begin 
                            odata      <= acc / lpCONST_DIV;
                        end 
                        else begin 
                            odata_ready <= 1'b0;
                        end
                    end
                end 
            end
        end
        else begin 
        end
    endgenerate
endmodule 

===== design/flow/run.sh =====
#!/bin/bash
# OpenROAD 26Q1-2900-gdf79404cd8, Yosys 0.63+post, stock flow scripts
make -C /OpenROAD-flow-scripts/flow DESIGN_CONFIG=/design/flow/config.mk WORK_HOME=/design/flow/orfs finish

==> results.txt <==
Implementation run completed; key figures follow.

STA:
- The run puts the worst slew margin relative to its limit at 0.634.
- The final hold violation count recorded for this run is 0.
- The run puts the maximum operating frequency at 419 MHz.
- The run puts the post-route fraction of the period consumed by the critical path at 0.628.
- The run puts the final tally of max-slew violations at 0.
- The run puts the final count of negative-setup-slack endpoints at 0.
- The run gives the transition time at the pin with the least slew margin as 0.549 ns.
- The run gives the aggregate negative setup slack as 0 ns.
- Setup repair after global routing left no endpoint under its margin.
- The run puts the post-route clock skew at 0.00250 ns.
- The routed design could run at a clock period as short as 2.39 ns.
- The most critical hold endpoint after final layout shows a slack of 0.456 ns.

Synthesis:
- The run puts the number of library cell types mapped by synthesis at 36.
- By area, the combinational part of the netlist is dominated by simple AND/OR/NAND/NOR gates.
- Per the synthesis report, the adder-cell share of the synthesized area is 0.104.
- The post-synth count of flops with an enable pin is 0.
- The most used flip-flop cell after synthesis is dfxtp_1.
- The number of cells reported by Yosys stat comes to 118.
- After technology mapping, the gate count stands at 118.
- The run puts the summed instance area of the synthesized netlist at 1080 sq um.
- The run puts the area share of xor/xnor cells in the synthesized design at 0.0406.
- The run gives the fraction of the mapped netlist area in simple logic gates as 0.246.
- The run gives the flip-flop and latch count after synthesis as 19.
- The run gives the share of the yosys chip area belonging to registers as 0.353.
- The run gives the compound-cell area share of the yosys netlist as 0.136.
- After synthesis, the share of flip-flops with an asynchronous set or reset is 0.
- The run puts the multiplexer area fraction after synthesis at 0.0650.
- The run gives the synthesized chip area reported by yosys as 1080 sq um.
- The run gives the number of warning messages in the yosys log as 1.
- The run gives the average size of a mapped cell as 9.14 sq um.

Floorplanning:
- The run puts the floorplan die area at 9410 sq um.
- Per the OpenROAD floorplan log, the width of the die is 97 um.
- The run gives the die outline height as 97 um.
- The run gives the number of top-level pins as 20.
- In this run the standard cell core region covers 5640 sq um.
- In the floorplan report the effective utilization is 0.191.
- The run puts the total number of placement rows at 27.

Finish:
- The run puts the count of fill cells added during filler insertion at 589.
- The layout summary lists the proportion of cells stronger than drive strength 1 as 0.0672.
- The top cell types in the final layout, fill and taps aside, are 19 x dfxtp_1, 17 x clkdlybuf4s50_1, 14 x nor2_1.
- The top cell type in the final layout, fill and taps aside, is dfxtp_1.
- The run gives the area added between synthesis and finish as 25.2%.

GRT:
- The via count of the first global-routing pass is 808.
- Summed over all layers, the global routing overflow is 0.
- The run gives the wire length of the first global-routing pass as 3890 um.
- The run gives the pin count of the biggest net entering global routing as 17.
- Overall routing resource usage recorded by global route was 0.0465.
- The initial antenna violation count is 0.

Hold path:
- The report gives the cell count of the worst hold path as 2.
- The min-delay analysis places its worst path in the category reg2reg.
- The worst hold path terminates at acc[3].
- The run gives the beginning of the worst hold path as acc[3].

Detailed routing:
- The first TritonRoute pass finished after 4 iterations.
- The run puts the residual DRC count at 0.
- Dividing the detail-routed via count by the number of cells gives 4.11.
- The run puts the number of diodes added for antenna fixing at 0.
- The run puts the overall routed net length at 2290 um.
- The run gives the final routed wire length divided by cell count as 11.1 um.
- The count of nets left with antenna violations once routing finished came out at 0.
- The run gives the number of DRC violations after detailed-routing iteration 0 as 31.
- Summing over every cut layer, the via total after detailed routing is 846.

Critical path:
- The run gives the critical setup path kind as in2reg.
- Per STA, the library cell used most along the worst path is a21oi_1.
- Per STA, the worst path is made up of clkdlybuf4s50_1 > ha_1 > a21oi_1 > a21boi_0 > or3_1 > a21oi_1.
- The run gives the launching element type of the critical path as an input pin.
- For the worst flop-to-flop path, the logic depth is 5.
- The run gives the type of destination of the critical path as a flip-flop.
- The run puts the worst path required time at 3.97 ns.
- Looking at the reg2reg group, the worst path starts from odata[2].
- The run puts the setup slack on the worst flop-to-flop path at 2.03 ns.
- The largest individual stage delay along the critical path comes from the cell clkdlybuf4s50_1.
- STA lists the endpoint of the worst register-to-register path as acc[3].
- In this design, the stage delay of the slowest critical-path cell is 0.41 ns.
- The run gives the maximum net fanout on the critical path as 5.
- The run gives the data arrival time at the worst-slack endpoint as 2.56 ns.

Clock tree:
- The run puts the buffer levels on the longest clock path at 2.
- TritonCTS built the clock tree.
- The run gives the post-cts repair resize count as 0.
- After clock tree synthesis, the clock-pin slew on the worst setup and hold paths is 0.07 ns.
- The run puts the number of clock buffers inserted by TritonCTS at 3.
- The run puts the buffers inserted during post-CTS setup optimization at 0.
- The run puts the number of sinks driven by the clock tree at 19.
- The run puts the H-tree depth at 1.
- The run gives the root buffer cell as clkbuf_8.
- The run puts the total of hold buffers inserted after clock tree synthesis at 0.
- The later pin in the worst-skew pair is clocked with a latency of 0.25 ns.

Pwr:
- The run puts the maximum vdd ir drop at 132 uV.
- Per the summary, power density relative to cell area is 290 nW/um^2.
- Per the OpenROAD power report, leakage power amounts to 0.483 nW.

Outcome:
- The flow ran to the end, and the final reports show no timing, DRC or antenna violations.

Run:
- The run gives the number of maximum-capacitance constraint violations as 0.
- The run puts the OpenROAD warning count at 27.

Place:
- The run gives the count of input and output buffers as 17.
- Detailed placement ended at an HPWL of 1750 um.
- The run gives the weighted congestion reported at the end of routability-driven placement as 0.755.
[Yosys cell counts (4+ instances only)]
cell / number / area [sq um]
nand3b_1: 5 / 37.5
nand4_1: 4 / 25.0
ha_1: 9 / 113
mux2i_1: 7 / 70.1
nor2_1: 14 / 52.6
nand2_1: 7 / 26.3
dfxtp_1: 19 / 380
a21oi_1: 9 / 45.0
[worst max-delay path, delay by kind of cell]
kind / cells / cell delay, ns
compound gates: 3 / 0.68
buf+inv: 1 / 0.41
simple gates: 1 / 0.38
fa+ha+maj: 1 / 0.34
[report_power, final]
| group | leakage, nW | switching (mW) | internal [mW] | total [mW] |
|---|---|---|---|---|
| combinational | 0.306 | 0.0220 | 0.0227 | 0.0447 |
| clock | 0.0228 | 0.0625 | 0.0743 | 0.137 |
| sequential | 0.155 | 0.00452 | 0.205 | 0.209 |
[worst max path at each step]
stage,from,end,cells past startpoint
6_report,idata[2],acc[3],6
5_1_grt,idata[2],acc[3],6
4_1_cts,idata[2],acc[3],6
[sequential cells by signal, indices dropped and copies added, names as in the netlist]
signal        count
odata             7
acc               7
elements_cnt      5
[per-stage QoR]
| stage | utilization | total power [mW] | worst slack (ns) | area [sq um] | cells |
|---|---|---|---|---|---|
| 6_report | 0.239 | 0.391 | 1.41 | 1350 | 206 |
| 5_1_grt | 0.239 | 0.416 | 1.27 | 1350 | 206 |
| 4_1_cts | 0.239 | 0.398 | 1.41 | 1350 | 206 |
| 3_5_place_dp | 0.231 | 0.259 | 1.17 | 1310 | 202 |
| 3_3_place_gp | 0.231 | 0.259 | 1.17 | 1310 | 202 |
| 2_1_floorplan | - | 0.243 | 1.75 | 1080 | 119 |
[per-layer routing]
layer	GRT usage	wire, um
met1	0.0628	1140
met2	0.0746	1050
met3	0.0115	78
met4	0.00676	19
met5	0	0
[cell families (layout without fill, tap and decap cells)]
logic type               after synthesis  after routing
multiplexers                           7              7
adder cells (fa/ha/maj)                9              9
AND/OR/NAND/NOR                       45             45
flip-flops                            19             19
other                                  1              2
buffers and inverters                 10             25
AND-OR/OR-AND                         22             22
XOR/XNOR                               5              5
[final cells by class]
type	count	area, sq um	area share
multi-input cells	90	646	0.478
clock buffers	4	45.0	0.0334
flip-flops and latches	19	380	0.282
well taps	72	90.1	0.0667
repair buffers	18	178	0.132
inverters	3	11.3	0.00834
Power and IR drop assume default switching activity.
